$ cat ./run.sh
#!/bin/bash
# OpenROAD 26Q1-2900-gdf79404cd8, Yosys 0.63+post, stock flow scripts
make -C /OpenROAD-flow-scripts/flow DESIGN_CONFIG=/design/flow/config.mk WORK_HOME=/design/flow/orfs finish
$ cat ./constraint.sdc
current_design scr_permutation_index

set clk_period 5.7
set clk_io_pct 0.2

create_clock -name clk0 -period $clk_period [get_ports {clk}]

set non_clock_inputs [all_inputs -no_clocks]
set_input_delay [expr $clk_period * $clk_io_pct] -clock clk0 $non_clock_inputs
set_output_delay [expr $clk_period * $clk_io_pct] -clock clk0 [all_outputs]
$ cat ./design.v
module scr_permutation_index #(
    parameter BITS_PER_ELEMENT = 7
)
(
    input   logic                                   clk,
    input   logic                                   rst,
    input   logic           [31:0]                  current_pc_i,
    input   logic           [63:0]                  hwlp_end_addr_i,
    input   logic           [63:0]                  se_counter_i,
    input   logic           [BITS_PER_ELEMENT:0]    num_elements_in,
    output  logic           [BITS_PER_ELEMENT-1:0]    index_o 
);
    logic reached_last_pc;
    assign reached_last_pc = hwlp_end_addr_i[31:0]==current_pc_i;
    logic [7:0] index1, index2;
    assign index1 = se_counter_i[7:0]-1;
    always_ff @(posedge clk)
    begin
        if (rst == 0)
            index2 = 0;
        else if(reached_last_pc && current_pc_i!=0 && index1 !=0)
            index2 = index1-1;
        else if((se_counter_i[7:0] == num_elements_in ) && index2==0)
            index2 = index1;
    end
    assign index_o = index2;
endmodule
$ cat ./config.mk
export PLATFORM = sky130hd
export DESIGN_NAME = scr_permutation_index
export DESIGN_NICKNAME = scr_permutation_index
export VERILOG_FILES = /design/flow/design.v
export SDC_FILE = /design/flow/constraint.sdc
export NUM_CORES = 4
export LEC_CHECK = 1
export CORE_AREA = 10 10 97 97
export DIE_AREA = 0 0 107 107
==> results.txt <==
Outcome: finished, final reports clean
Peak VDD IR: 0.0362 mV
Port buffer count: 88
FF-to-FF Start: index2[7]$_SDFFE_PN0P_
Total CTS buffers: 3
Unrepaired setup endpoints after global routing: false
Final Setup Violations: 0
Sequential power share: 24.1%
Async S/R FF share, synth: 0%
Initial antenna violation count: 0
Cell Area, Synth: 1280 µm²
Total track usage: 8.35%
Synthesis-to-finish area growth: 76.1%
PwrDens: 105 nW/µm²
Vias in the first global route: 1482
Max FFs per register: 8
YS warnings: 1
Cell Type Count: 40
Tmin final: 3.72 ns
Htree depth: 1
R2r setup slk: 3.45 ns
Top cells excl fill/tap: 88 x clkdlybuf4s50_1, 37 x xor2_1, 19 x nor4_1, 9 x xnor2_1, 9 x nor2_1
Starting density of the core: 17.5%
Final tally of hold violations: 0
Data required, critical path: 5.84 ns
Grt total ovfl: 0
Worst r2r path cells: 6
DRT antenna net count: 0
CTS resizes: 0
Core area: 7290 µm²
Crit. End Element: register
Leak: 0.000806 µW
Part of the power in combinational logic: 48.1%
Cell chain of the critical path: clkdlybuf4s50_1 -> inv_1 -> ha_1 -> nor3b_1 -> xor2_1 -> nor3_1 -> nand4_2 -> nand2_4 -> mux2_4 -> a211oi_1
Hold_sp: index2[0]$_SDFFE_PN0P_
Syn avg cell area: 8.24 µm²
Dominant flop cell: dfxtp_1
Critical Path Max Stage Delay: 0.72 ns
Die height: 107 µm
Vias: 1361
Initial DRC count: 53
Die ar.: 11400 µm²
Antenna fix cells: 0
Crit-path max FO: 15
Residual DRC count: 0
Largest area contributor in the netlist: xor2_1
Drt via density: 4.06
Clock network fraction of total power: 27.8%
Slew headroom: 65.7%
Drt pass-1 iters: 4
Die W: 107 µm
Slew Viols, Final: 0
Register share after synthesis: 12.5%
RR Endpoint: index2[3]$_SDFFE_PN0P_
Drt wl/cell: 14.5 µm
Yosys stat area: 1280 µm²
Share of layout cells above drive strength 1: 7.20%
Layout Skew: 0.00124 ns
Clock sink count: 8
Post-synth EDFFs: 0
Max clock buf depth: 2
Yosys Instances: 155
Critical path arrival: 3.86 ns
P_int: 173 µW
Fmax: 0.269 GHz
Tool warning count: 115
Cell area leaders: xor2_1 25%, dfxtp_1 13%, nor4_1 9.3%
CTS tree: done
WS Path Type: in2reg
Total Negative Setup Slacks: 0 ns
Largest net degree at the start of global routing: 16
RD Place Congestion: 0.871
Slowest library cell on the worst path: clkdlybuf4s50_1
Reg clk slew, reported paths: 0.04 ns
Overall Power: 235 µW
HPWL after DPL: 4520 µm
Worst Hold Class: reg2reg
Share of the synthesized area in the top cell type: 25.4%
#FFs+latches synth: 8
Row cnt: 31
Tcrit/Tclk final: 65.3%
I/O pins: 177
Cells after Synth: 155
# hold bufs at CTS: 0
Routed wire length: 4860 µm
Commonest Layout Cell: clkdlybuf4s50_1
Clk latency late pin: 0.22 ns
Max_cap viols: 0
Switching share of total power: 26.5%
Hold depth: 2
Hold Crit Endpoint: index2[0]$_SDFFE_PN0P_
Post-CTS Setup Bufs: 0
Clock root cell: clkbuf_8
P_sw: 62.5 µW
Startpoint types: primary input
Least-Margin Pin Slew: 0.511 ns
First-pass GRT wire length: 7780 µm
-- logic make-up (layout without fill, tap and decap cells) --
group	Yosys count	in the layout	synth area share, %
muxes	4	4	3.62
xor gates and xnor gates	46	46	31.5
buffers and inverters	16	97	7.54
adders and majority gates	4	4	3.92
DFF	8	8	12.5
and+or+nand+nor	60	60	31.1
AOI/OAI and AO/OA	17	17	9.70
-- power groups by stage --
stage | registers [µW] | logic (µW) | clock network, µW
6_report | 56.7 | 113 | 65.5
4_1_cts | 56.7 | 114 | 67.7
5_1_grt | 56.7 | 124 | 70.1
-- worst max-delay path by stage --
| stage | to | slack (ns) | startpoint | depth (start not counted) |
|---|---|---|---|---|
| 5_1_grt | index2[7]$_SDFFE_PN0P_ | 1.66 | se_counter_i[0] | 10 |
| 6_report | index2[7]$_SDFFE_PN0P_ | 1.98 | se_counter_i[0] | 10 |
| 4_1_cts | index2[7]$_SDFFE_PN0P_ | 2.00 | se_counter_i[0] | 10 |
-- metal layers --
| metal | GRT usage (%) | part of all wire (%) | up-vias |
|---|---|---|---|
| met3 | 0.728 | 2.7 | 2 |
| met2 | 15.2 | 53 | 25 |
| met5 | 0 | 0 | - |
| met4 | 0.774 | 0.64 | 0 |
| met1 | 10.7 | 43 | 613 |
| li1 | - | - | 721 |
-- metrics by stage --
stage          instances  instance area [µm²]  setup WS (ns)  hold WS, ns  util, %
3_5_place_dp         332                 2210           1.77        0.544     30.3
3_3_place_gp         332                 2210           1.76        0.564     30.3
6_report             335                 2250           1.98        0.558     30.9
5_1_grt              335                 2250           1.66        0.588     30.9
4_1_cts              335                 2250           2.00        0.553     30.9
2_1_floorplan        155                 1280           2.78        0.522        -
-- critical path: cells and delay by family --
family	cells	cell delay, ns
buffers and inverters	2	0.87
XOR/XNOR	1	0.21
AND/OR/NAND/NOR	4	0.86
multiplexers	1	0.32
AND-OR/OR-AND	1	0.20
adder cells (fa/ha/maj)	1	0.26
-- area by class of cell --
class	instances	area (µm²)
clock buffers	3	41.3
fillers	779	5040
inverters	6	22.5
multi-input cells	131	1020
flip-flops and latches	8	160
well taps	99	124
repair buffers	88	881
-- cell usage after synthesis (2+ instances only) --
cell	count
o21ai_0	2
nor3b_1	2
nor2_1	9
a211oi_1	3
a21oi_1	3
or2_2	3
nor3_4	2
a221oi_1	2
ha_1	4
inv_1	6
nand2_1	5
buf_4	7
buf_2	2
dfxtp_1	8
nand4_1	6
mux2i_1	2
nor3_1	3
a21o_1	2
xor2_1	37
nor4_1	19
xnor2_1	9
Power figures rest on the tool's default switching activity, not on a simulated workload.
